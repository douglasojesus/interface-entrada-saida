$ cat flow/config.mk
export PLATFORM = sky130hd
export DESIGN_NAME = interface_sensor
export DESIGN_NICKNAME = interface_sensor
export VERILOG_FILES = /design/flow/design.v
export SDC_FILE = /design/flow/constraint.sdc
export NUM_CORES = 4
export LEC_CHECK = 1
export CORE_UTILIZATION = 40
$ cat flow/constraint.sdc
current_design interface_sensor

set clk_period 2.0
set clk_io_pct 0.2

create_clock -name clk0 -period $clk_period [get_ports {clk}]

set non_clock_inputs [all_inputs -no_clocks]
set_input_delay [expr $clk_period * $clk_io_pct] -clock clk0 $non_clock_inputs
set_output_delay [expr $clk_period * $clk_io_pct] -clock clk0 [all_outputs]
$ cat flow/design.v
module interface_sensor (
	input wire       	clk		 ,      
	input wire	     	rst_n		 ,      
	inout	          	dat_io	 ,      
	output reg [39:0]	data             
);
	reg        read_flag;      
	reg        dout;           
	wire       din;            
	reg       clk_1MHz;        
	reg [5:0] cnt_clk;         
	reg [5:0]  data_cnt;        
	reg [39:0] data_buf;        
	reg [15:0] cnt ;            
	reg        en_1, en_2, en_rising;     
	reg  [3:0] state;           
	localparam IDLE             = 0;         
	localparam START_BIT        = 1;         
	localparam SEND_HIGH_20US   = 2;         
	localparam WAIT_LOW         = 3;         
	localparam WAIT_HIGH        = 4;         
	localparam FINAL_SYNC       = 5;         
	localparam WAIT_BIT_DATA    = 6;         
	localparam READ_DATA        = 7;         
	localparam COLLECT_ALL_DATA = 8;         
	localparam END_PROCESS      = 9;         
	localparam ERROR            = 10;        
	assign dat_io = read_flag ? 1'bz : dout;        
	assign din = dat_io;                            
	always @(posedge clk) begin
		if (cnt_clk == 6'd50) begin
			cnt_clk = 0;
			clk_1MHz = 1'b1;
		end
		else begin
			cnt_clk = cnt_clk + 1'b1;
			clk_1MHz = 1'b0;
		end
	end
	always @ ( posedge clk_1MHz, negedge rst_n) begin
		if ( !rst_n) begin
			en_1 <= 1'b0;
			en_2 <= 1'b0;
			en_rising <= 1'b0;
		end
		else begin
			en_1 <= rst_n;
			en_2 <= en_1;
			en_rising <= en_1 & (~en_2);    
		end
	end
	always @ ( posedge clk_1MHz, negedge rst_n) begin
		if ( rst_n == 1'b0) begin
			read_flag <= 1'b1;
			state <= IDLE;
			dout <= 1'b1;
			data_buf <= 40'd0;
			cnt <= 16'd0;
			data_cnt <= 6'd0;
			data<=40'd0;
		end
		else begin
			case (state)
				IDLE : begin        
					   if ( en_rising && din == 1'b1) begin       
							state <= START_BIT;           
							read_flag <= 1'b0;            
							dout <= 1'b0;                 
							cnt <= 16'd0;
							data_cnt <= 6'd0;
						end
						else begin
							read_flag <= 1'b1;
							dout <= 1'b1;
							cnt <= 16'd0;
						end	
					end
				START_BIT : begin      
						if ( cnt >= 16'd19000) begin       
							state <= SEND_HIGH_20US;      
							dout <= 1'b1;                 
							cnt <= 16'd0;
						end
						else begin
							cnt<= cnt + 1'b1;
						end
					end
				SEND_HIGH_20US : begin           
						if ( cnt >= 16'd20)begin           
							cnt <= 16'd0;
							read_flag <= 1'b1;       
							state <= WAIT_LOW;       
						end
						else begin
							cnt <= cnt + 1'b1;
						end
					end
				WAIT_LOW:begin            
						if ( din == 1'b0) begin        
							state <= WAIT_HIGH;         
							cnt <= 16'd0;
						end
						else begin
							cnt <= cnt + 1'b1;
							if ( cnt >= 16'd65500) begin         
								state <= ERROR;        
								cnt <= 16'd0;
								read_flag <= 1'b1;
							end	
						end
					end
				WAIT_HIGH: begin           
						if ( din == 1'b1) begin         
							state <= FINAL_SYNC;         
							cnt <= 16'd0;
							data_cnt <= 6'd0;
						end
						else begin
							cnt <= cnt + 1'b1;
							if ( cnt >= 16'd65500) begin        
								state <= ERROR;        
								cnt <= 16'd0;
								read_flag <= 1'b1;
							end
						end
					end
				FINAL_SYNC : begin          
						if ( din == 1'b0) begin          
							state <= WAIT_BIT_DATA;       
							cnt <= cnt + 1'b1;
						end
						else begin
							cnt <= cnt + 1'b1;
							if ( cnt >= 16'd65500) begin        
								state <= ERROR;       
								cnt <= 16'd0;
								read_flag <= 1'b1;
							end			
						end
					end
				WAIT_BIT_DATA:begin            
						if ( din == 1'b1) begin         
							state <= READ_DATA;          
							cnt <= 16'd0;
						end
						else begin
							cnt <= cnt + 1'b1;
							if ( cnt >= 16'd65500) begin        
								state <= ERROR;       
								cnt <= 16'd0;
								read_flag <= 1'b1;
							end	
						end
					end
				READ_DATA : begin
						if ( din == 1'b0) begin         
							data_cnt <= data_cnt + 1'b1;                
							state <= (data_cnt >= 6'd39) ? COLLECT_ALL_DATA : WAIT_BIT_DATA;    
							cnt <= 16'd0;
							if ( cnt >= 16'd60) begin         
								data_buf <= { data_buf[39:0], 1'b1};        
							end
							else begin                        
								data_buf <= { data_buf[39:0], 1'b0};        
							end
						end
						else begin          
							cnt <= cnt + 1'b1;
							if ( cnt >= 16'd65500) begin        
								state <= ERROR;          
								cnt <= 16'd0;
								read_flag <= 1'b1;
							end	
						end
					end
				COLLECT_ALL_DATA : begin
						data <= data_buf;       
						if ( din == 1'b1) begin        
							state <= END_PROCESS;       
							cnt <= 16'd0;
						end
						else begin             
							cnt <= cnt + 1'b1;
							if ( cnt >= 16'd65500) begin      
								state <= IDLE;          
								cnt <= 16'd0;
								read_flag <= 1'b1;
							end
						end
					end
				END_PROCESS : begin
						state <= IDLE;         
						cnt <= 16'd0;
					end
				ERROR: begin
						data <= 40'b1111111111111111111111111111111111111111;   
						if ( din == 1'b1) begin       
							state <= END_PROCESS;         
							cnt <= 16'd0;
						end
						else begin              
							cnt <= cnt + 1'b1;
							if ( cnt >= 16'd65500) begin       
								state <= IDLE;          
								cnt <= 16'd0;
								read_flag <= 1'b1;
							end	
						end
				   end
				default : begin
						state <= IDLE;
						cnt <= 16'd0;
					end	
			endcase
		end		
	end
endmodule
$ cat flow/run.sh
#!/bin/bash
# OpenROAD 26Q1-2900-gdf79404cd8, Yosys 0.63+post, stock flow scripts
make -C /OpenROAD-flow-scripts/flow DESIGN_CONFIG=/design/flow/config.mk WORK_HOME=/design/flow/orfs finish
==> results.cfg <==
; implementation run metrics
[clock_tree]
cts_buffer_depth = 2
cts-resized-gates = 0
hold_buffers = 0
postCtsSetupBuffers = 0
root_buffer = clkbuf_16
cts_buffers = 3
h-tree-depth = 1

[die]
initCoreUtil_pct = 41.1
die_height_um = 116
die_w_um = 116
num_rows = 41
ios = 43

[status]
error = [error] [KeplerFormal.cpp:679] Workflow failed: Iso has multiple drivers: .dat_io0, dat_io$_DFFE_PN1P_.Q0
haltStage = 4_1_cts
status = stopped before the end

[yosys]
ys_seq_share_pct = 59.2
edf_count = 0
synth_area_leader_cell = dfrtp_1
ys_seq_elements = 124
post-synth-top-count-cell = dfrtp_1
yosys_warnings = 2
top_cell_area_share_pct = 55.5
flop_cell = dfrtp_1
ys_types = 46
top_cells_by_area = dfrtp_1 56%, mux2_2 8.7%, a211o_1 7.1%
syn_area_mm2 = 0.00518
synth_area_per_cell_um2 = 12.2
ys_area_mm2 = 0.00518
synthTopCellsByCount = 115 x dfrtp_1, 46 x nor2b_1, 42 x a211o_1, 40 x mux2_2, 37 x nor2_1
yosysCellCount = 424
synthArstFlopShare_pct = 94.4
netlist_instances = 424

[timing]
unclocked_pins = 117
untimed_endpoints = 158

[place]
dp_hpwl_um = 5330
port_buffers = 41
placed_area_mm2 = 0.00574
dp_cells = 617
gp_congestion = 0.808
-- kinds of logic after synthesis --
kind of cell | synth area share [%]
simple gates | 13.9
fa+ha+maj | 1.21
flops | 59.2
mux | 8.88
buf+inv | 2.68
compound gates | 10.4
xor+xnor | 3.72
-- metrics by stage --
step / setup WS, ps / utilization, %
floorplan: 1000 / -
global placement: 937 / 45.5
detailed placement: 834 / 45.5
